$ cat flow/run.sh
#!/bin/bash
# OpenROAD 26Q1-2900-gdf79404cd8, Yosys 0.63+post, stock flow scripts
make -C /OpenROAD-flow-scripts/flow DESIGN_CONFIG=/design/flow/config.mk WORK_HOME=/design/flow/orfs finish
$ cat flow/config.mk
export PLATFORM = sky130hd
export DESIGN_NAME = fifo_sync
export DESIGN_NICKNAME = fifo_sync
export VERILOG_FILES = /design/flow/design.v
export SDC_FILE = /design/flow/constraint.sdc
export NUM_CORES = 4
export LEC_CHECK = 1
export CORE_UTILIZATION = 40
$ cat flow/constraint.sdc
current_design fifo_sync

set clk_period 4.2
set clk_io_pct 0.2

create_clock -name clk0 -period $clk_period [get_ports {clk}]

set non_clock_inputs [all_inputs -no_clocks]
set_input_delay [expr $clk_period * $clk_io_pct] -clock clk0 $non_clock_inputs
set_output_delay [expr $clk_period * $clk_io_pct] -clock clk0 [all_outputs]
$ cat flow/design.v
`timescale 1ns/1ps
module fifo_ctrl_sync #(
    parameter ASIZE = 4    
)(
    input  wire             clk,
    input  wire             rst_n,    
    input  wire             winc,     
    input  wire             rinc,     
    output wire [ASIZE-1:0] waddr,    
    output wire [ASIZE-1:0] raddr,    
    output reg              full,     
    output reg              empty,    
    output wire             wen,      
    output wire             ren       
);
    reg [ASIZE:0] wptr, rptr;
    wire wr_fire = winc && !(full && !rinc);
    wire rd_fire = rinc && !(empty && !winc);
wire [ASIZE:0] wptr_next;
wire [ASIZE:0] rptr_next;
assign wptr_next = wptr + wr_fire;  
assign rptr_next = rptr + rd_fire;
    assign waddr = wptr[ASIZE-1:0];
    assign raddr = rptr[ASIZE-1:0];
    assign wen = wr_fire;
    assign ren = rd_fire;
    always @(posedge clk or negedge rst_n) begin
        if (!rst_n) begin
            wptr  <= 0;
            rptr  <= 0;
            full  <= 1'b0;
            empty <= 1'b1;
        end else begin
            wptr <= wptr_next;
            rptr <= rptr_next;
            full  <= (wptr_next[ASIZE-1:0] == rptr_next[ASIZE-1:0]) &&
                     (wptr_next[ASIZE]     != rptr_next[ASIZE]);
            empty <= (wptr_next == rptr_next);
        end
    end
endmodule
`timescale 1ns/1ps
module fifo_mem_sync #(
    parameter DSIZE = 8,         
    parameter ASIZE = 4          
)(
    input  wire                 clk,      
    input  wire                 wen,      
    input  wire                 ren,      
    input  wire [ASIZE-1:0]     waddr,    
    input  wire [ASIZE-1:0]     raddr,    
    input  wire [DSIZE-1:0]     wdata,    
    output reg  [DSIZE-1:0]     rdata     
);
    localparam DEPTH = 1 << ASIZE;
    reg [DSIZE-1:0] mem [0:DEPTH-1];  
    always @(posedge clk) begin
        if (wen) begin
            mem[waddr] <= wdata;
        end
        if (ren) begin
            rdata <= mem[raddr];
        end
    end
endmodule
`timescale 1ns/1ps
module fifo_sync #(
    parameter DSIZE = 8,
    parameter ASIZE = 4
)(
    input  wire                 clk,
    input  wire                 rst_n,    
    input  wire                 winc,     
    input  wire                 rinc,     
    input  wire [DSIZE-1:0]     wdata,    
    output wire [DSIZE-1:0]     rdata,    
    output wire                 wfull,    
    output wire                 rempty    
);
    wire [ASIZE-1:0] waddr;
    wire [ASIZE-1:0] raddr;
    wire wen_eff;
    wire ren_eff;
    wire full_reg;
    wire empty_reg;
    fifo_ctrl_sync #(.ASIZE(ASIZE)) ctrl (
        .clk   (clk),
        .rst_n (rst_n),
        .winc  (winc),
        .rinc  (rinc),
        .waddr (waddr),
        .raddr (raddr),
        .full  (full_reg),
        .empty (empty_reg),
        .wen   (wen_eff),
        .ren   (ren_eff)
    );
    fifo_mem_sync #(.DSIZE(DSIZE), .ASIZE(ASIZE)) mem (
        .clk  (clk),
        .wen  (wen_eff),
        .ren  (ren_eff),
        .waddr(waddr),
        .raddr(raddr),
        .wdata(wdata),
        .rdata(rdata)
    );
    assign wfull  = full_reg;
    assign rempty = empty_reg;
endmodule
==> results.txt <==
flow finished, numbers: Syn Area/Cell=21.01 um^2, Chip Area, Yosys=5798 um^2, DRC=0, HPWL Detailed=6712 um, OpenROAD warning count=25, All-Layer GR Usage=17.47%, # placed instances=483, final-report setup violation count=0, CP startpoint kind=input port, vias in the first global route=2999, top cells by area=edfxtp_1 (70%), mux4_2 (10%), dfrtp_1 (4.7%), Final ANT Viol Nets=0, Diodes inserted=0, Layout area overhead=17.09%, slowest CP cell=nor2_1, GPL Wtd Cong=0.8776, Syn Std Cell Area=5798 um^2, part of the cycle the worst path needs=65.36%, GRT busiest layer=met2, Final Max Slew Viols=0, Top logic family=multiplexers, Synth flops=148, setup_tns=0 ns, Post-CTS Setup Bufs=0, Crit path arrival time=2.78 ns, total iterations of the first detailed-routing run=4, Initial DRC Count=186, post-synthesis sequential area ratio=75.64%, fin crit period=2.745 ns, vias=2712, Vias per Instance=5.276, Hold Startpoint=ctrl.wptr[4], Die H=122.4 um, H-tree Lvls=4, actual slew at the worst max-slew pin=0.7322 ns, hold_buf cts=0, min-delay worst type=flip-flop to flip-flop, CP Capture Type=flip-flop, clk_skew=0.006701 ns, fin area=6789 um^2, floorplan utilization=41.45%, Setup WS pre-CTS=1.011 ns, Ports=22, largest net degree at the start of global routing=33, top area contributor share=70.44%, DRT Wirelength=10750 um, met1 usage=24.88%, number of max-cap violations=0, worst-path maximum fanout=8, most numerous logic cell after layout=edfxtp_1, CTS tree=built, Mapped Cells=276, # Cells Yosys=276, Bufs on Longest Clock Path=2, final worst slack=1.455 ns, crit path buf inv count=2, filler instances=1147, simple share=3.431%, slowest cell delay on critical path=0.57 ns, mux share=14.13%, Synth Area in Compound Gates=2.331%, clk root buf=clkbuf_16, initial antenna violation count=0, global-route wire length before repair=17110 um, peak supply drop=482.2 uV, number of buffers created by CTS=17, cell type with the largest total area=edfxtp_1, Netlist cell types=28, Crit Reg-Reg Startpoint=ctrl.rptr[0], status=finished, final reports clean, Final Hold Vio Count=0, crit path DRT=4.24 ns, DR WL/cell=20.92 um, Placed Area=6280 um^2, maximum clock frequency=364.3 MHz, Leak=2.263 nW, RSZ-0062 raised after global routing=false, Top reg by flops=mem.mem, clock-pin transition on the worst setup and hold timing paths=0.05 ns, GR Util met3=10.63%, layout cells sized above 1=22.75%, clk latency of the worst-skew pair=0.41 ns, Worst Setup SP=rinc, PostCTS Resize Cnt=0, final hold slack=0.5066 ns, max FFs per register=128, port bufs=21, GRT overflow=0, most frequent cells in the layout=edfxtp_1 (136), mux4_2 (27), clkdlybuf4s50_1 (21), buf_4 (19), clkbuf_16 (17), critical path class=input port to flip-flop, Post-Synth XOR/XNOR Area=1.662%, GRT met2 Usage=25.46%, Max transition margin=51.19%, CTS sink cnt=148, Core Area=13990 um^2, Syn. warnings=2, largest registers=mem.mem x128, mem.rdata x8, Non-Filler Instances=514, # rows=43, Adder Area Share=0.8632%, CP cell instances=clkdlybuf4s50_1 -> inv_1 -> a21oi_1 -> or3b_2 -> nor2_1, Die Wd=122.4 um, top cell family by delay on the critical path=simple AND/OR/NAND/NOR gates, PD cells=677.9 nW/um^2, chip area=14980 um^2
## cell families after synthesis
logic type / Yosys count
AND-OR/OR-AND: 18
XOR/XNOR: 11
buffers and inverters: 17
multiplexers: 40
flip-flops: 148
AND/OR/NAND/NOR: 38
adder cells (fa/ha/maj): 4
## Yosys cell counts (all sizes together)
library cell	instances
clkbuf	2
nand3b	2
nor3	5
xor2	9
nand2	1
nor3b	1
dfrtp	11
ha	4
a21oi	10
edfxtp	136
xnor2	2
a211oi	8
mux4	32
or3	1
nor2	12
nand2b	2
inv	4
nand3	5
nor2b	8
mux2i	8
or3b	1
buf	11
dfstp	1
## worst reg2reg max path, delay by kind of cell, from the launching register on
| family | cells | cell delay (ns) |
|---|---|---|
| flip-flops | 1 | 0.84 |
| multiplexers | 1 | 0.61 |
| AND-OR/OR-AND | 2 | 0.49 |
| buffers and inverters | 1 | 0.40 |
## layer usage
layer,wire length [um],share of wire (%)
met5,0,0
met4,167,1.6
met3,1282,12
met2,5115,48
met1,4187,39
## cell type report
| type | count | area (um^2) | share of cell area (%) |
|---|---|---|---|
| Clock inverter | 8 | 61.31 | 0.9031 |
| Inverter | 4 | 15.01 | 0.2212 |
| Clock buffer | 23 | 447.9 | 6.598 |
| Tap cell | 180 | 225.2 | 3.317 |
| Multi-Input combinational cell | 111 | 1300 | 19.15 |
| Sequential cell | 148 | 4387 | 64.61 |
| Timing Repair Buffer | 40 | 352.8 | 5.197 |
## power by group
part / switching, mW / internal, mW / leakage [nW] / total [mW]
registers: 0.164 / 1.88 / 1.38 / 2.05
logic: 0.606 / 0.631 / 0.635 / 1.24
clock network: 0.520 / 0.799 / 0.251 / 1.32
total: 1.29 / 3.31 / 2.26 / 4.60
## stage by stage
stage               total power [mW]  utilization, %
global placement               3.329           44.89
floorplan                      2.935               -
CTS                            4.657           48.53
detailed placement             3.329           44.89
global route                   4.845           48.53
finish                         4.602           48.53
## worst paths after layout
check | cells past startpoint | to | slack [ns]
max in group asynchronous | 1 | ctrl.rptr[0] | 3.07
min in group asynchronous | 1 | ctrl.wptr[1] | 0.76
setup reg to reg | 4 | mem.rdata[1] | 1.58
setup / recovery | 5 | mem.mem[1][7] | 1.46
hold / removal | 2 | ctrl.wptr[4] | 0.51
hold reg to reg | 2 | ctrl.wptr[4] | 0.51
Power and IR drop assume default switching activity.
